`design/flow/design.v`:
```
`timescale 1ns / 1ps
module CTRL(
	input [5:0] opcode,
	input [5:0] funct,
	output reg RegDst = 0,
	output reg Jump=0,
	output reg Branch=0,
	output reg JR=0,
	output reg MemRead=0,
	output reg MemtoReg=0,
	output reg MemWrite=0,
	output reg ALUSrc=0,
	output reg SignExtend=0,
	output reg RegWrite=0,
	output reg [3:0] ALUOp=0,
	output reg SavePC=0,
	output reg read_rs=0,
	output reg read_rt=0
    );
	always @(*) begin
        RegDst = 0; Jump = 0; Branch = 0; JR = 0;
        MemRead = 0; MemtoReg = 0; MemWrite = 0;
        ALUSrc = 0; SignExtend = 0; RegWrite = 0;
        ALUOp = 0; SavePC = 0; read_rs = 0; read_rt = 0;
		case (opcode)
            6'd0:begin
                RegDst = 1;
                RegWrite = 1;
                case (funct)
                    6'd8: begin JR = 1; RegDst = 0; RegWrite = 0; read_rs = 1; end
                    6'd0: begin ALUOp = 4'b0100; read_rt = 1;end
                    6'd2: begin ALUOp = 4'b0110; read_rt = 1;end
                    6'd3: begin ALUOp = 4'b0101; read_rt = 1;end
                    6'd33: begin ALUOp = 4'b0000; read_rs = 1; read_rt = 1;end
                    6'd35: begin ALUOp = 4'b0111; read_rs = 1; read_rt = 1;end
                    6'd36: begin ALUOp = 4'b0001; read_rs = 1; read_rt = 1;end
                    6'd37: begin ALUOp = 4'b0011; read_rs = 1; read_rt = 1;end
                    6'd38: begin ALUOp = 4'b1000; read_rs = 1; read_rt = 1;end
                    6'd39: begin ALUOp = 4'b0010; read_rs = 1; read_rt = 1;end
                    6'd42: begin ALUOp = 4'b1001; read_rs = 1; read_rt = 1;end
                    6'd43: begin ALUOp = 4'b1010; read_rs = 1; read_rt = 1;end
                endcase
            end
            6'd2: Jump = 1;
            6'd3:begin
                Jump = 1;
                SavePC = 1;
                RegWrite = 1;
            end
            6'd4:begin
                Branch = 1;
                ALUOp = 11;
                SignExtend = 1;
                RegDst = 1;
                read_rs = 1; 
                read_rt = 1;
            end
            6'd5:begin
                Branch = 1;
                ALUOp = 12;
                SignExtend = 1;
                RegDst = 1;
                read_rs = 1; 
                read_rt = 1;
            end
            6'd9:begin
                ALUSrc = 1;
                RegWrite = 1;
                ALUOp = 0;
                SignExtend = 1;
                read_rs = 1;
            end
            6'd10:begin
                ALUSrc = 1;
                RegWrite = 1;
                ALUOp = 9;
                SignExtend = 1;
                read_rs = 1;
            end
            6'd11:begin
                ALUSrc = 1;
                RegWrite = 1;
                ALUOp = 10;
                SignExtend = 1;
                read_rs = 1;
            end
            6'd12:begin
                ALUSrc = 1;
                RegWrite = 1;
                ALUOp = 1;
                read_rs = 1;
            end
            6'd13:begin
                ALUSrc = 1;
                RegWrite = 1;
                ALUOp = 3;
                read_rs = 1;
            end
            6'd14:begin
                ALUSrc = 1;
                RegWrite = 1;
                ALUOp = 8;
                read_rs = 1;
            end
            6'd15:begin
                ALUSrc = 1;
                RegWrite = 1;
                ALUOp = 13;
            end
            6'd35:begin
                MemRead = 1;
                MemtoReg = 1;
                ALUSrc = 1;
                SignExtend = 1;
                RegWrite = 1;
                ALUOp = 0;
                read_rs = 1;
            end
            6'd43:begin
                MemWrite = 1;
                ALUSrc = 1;
                SignExtend = 1;
                ALUOp = 0;
                read_rs = 1;
                read_rt = 1;
            end
        endcase
	end
endmodule
```
`design/flow/run.sh`:
```
#!/bin/bash
# OpenROAD 26Q1-2900-gdf79404cd8, Yosys 0.63+post, stock flow scripts
make -C /OpenROAD-flow-scripts/flow DESIGN_CONFIG=/design/flow/config.mk WORK_HOME=/design/flow/orfs finish
```
`design/flow/config.mk`:
```
export PLATFORM = sky130hd
export DESIGN_NAME = CTRL
export DESIGN_NICKNAME = CTRL
export VERILOG_FILES = /design/flow/design.v
export SDC_FILE = /design/flow/constraint.sdc
export NUM_CORES = 4
export LEC_CHECK = 1
export CORE_AREA = 10 10 70 70
export DIE_AREA = 0 0 80 80
```
`design/flow/constraint.sdc`:
```
current_design CTRL

set clk_period 3.4
set clk_io_pct 0.2

create_clock -name clk0 -period $clk_period

set non_clock_inputs [all_inputs -no_clocks]
set_input_delay [expr $clk_period * $clk_io_pct] -clock clk0 $non_clock_inputs
set_output_delay [expr $clk_period * $clk_io_pct] -clock clk0 [all_outputs]
```
==> CHANGELOG.md <==
## Implementation

- Synth area leader: a21oi_1
- Input/output buffers: 29
- Min-Delay Path Class: input pin to output pin
- Vias in the first global route: approximately 710
- Clock buffers: 0
- FF+latch count: 0
- Vias per cell: ~4.5
- Leakage power: 0.375 nW
- Unique cell types: around 41
- Hold WS: approximately 2.2 ns
- WP data arrival: about 2.6 ns
- Worst Min Path Start: opcode[3]
- Pre-antenna DRT Iters: 4
- Top Layout Cells: 27 x clkdlybuf4s50_1, 14 x buf_4, 7 x nor2_1, 7 x a21oi_1, 6 x o21ai_0
- Worst Hold End: MemRead
- Ys Warns: 1
- Post_cts resized: 0
- Pre-CTS setup slack: about 0.072 ns
- Pwr/cell area: 92.5 nW/um^2
- Fin util: about 29%
- Slew headroom: between 70% and 80%
- Status: completed
- Core area: between 3000 and 4000 sq um
- Die area: around 6400 sq um
- Hold path cells: 3
- Die height: 80 microns
- Fp_density: between 10% and 20%
- Sum Neg Setup Slack: 0 ns
- RSZ-0062 raised after global routing: no
- Wire per inst: roughly 12 microns
- Max FO, Critical Path: 9
- Req. time, crit path: 2.72 ns
- Synth Instances: slightly above 90
- Largest cells by area: a21oi_1 5.9%, nand2b_1 5.3%, o21ai_0 5.1%, nor2_1 4.5%, nor2b_1 4.2%
- First-pass GRT wire length: ~3300 microns
- Maximum Capacitance Violations: 0
- Post-CTS Setup Inserts: 0
- Yosys stat cell total: 92
- Area leader share: approximately 5.9%
- Initial DRC Count: around 79
- Post-route setup slack: between 0.1 and 0.15 ns
- Hold Buf Count CTS: 0
- Final GP Congestion: between 0.7 and 0.8
- Rows: 21
- Crit path time final: 3.30 ns
- Die width: 80 microns
- # IOs: 29
- YS chip area: 589 sq um
- Area grow syn2layout: 69.9%
- Maximum vdd ir drop: approximately 28 uV
- Via Count: roughly 780
- Final period util: a little over nine tenths
- Placed wire-length estimate: between 1500 and 2000 microns
- Seq/Total Area, Yosys: 0%
- Critical Path End Type: output pin
- Routed Antenna Nets: 0
- Critical path launch point type: input pin
- Residual DRC: 0
- Antenna violations before repair: 0
- Syn avg cell area: about 6.4 sq um
- Post-Synthesis Cell Area: approximately 590 sq um
- CP Class: input pin to output pin
- Least-Margin Pin Slew: ~0.39 ns
- Largest net degree at the start of global routing: 11
- Slew Viols, Final: 0
- Setup Viol. Count Final: 0
- Tool warnings: 32
- Total chip power: roughly 0.000093 W
- Total gr overflow: 0
- Max Freq: 0.303 GHz
- FF+latch area: 0 sq um
- Fin. Hold Viols: 0
- Final wirelength: between 2000 and 2500 microns
- Layout cells sized above 1: between 20% and 30%
- Antenna cells: 0
- Most used logic cell in the final layout: clkdlybuf4s50_1
- Gr usage total: 6.16%
-- worst max-delay path, stage by stage --
cell and delay [ns]:
clkdlybuf4s50_1 0.55, or3_1 0.45, nor3_2 0.23, o21ai_1 0.08, a21o_2 0.21, clkdlybuf4s50_1 0.41
-- worst max path at each step --
stage	startpoint	end	slack, ns	cells past startpoint
4_1_cts	funct[3]	ALUOp[3]	0.06	6
5_1_grt	funct[0]	ALUOp[3]	0.003	6
6_report	funct[0]	RegWrite	0.10	6
-- cell families (layout without fill, tap and decap cells) --
kind of cell / Yosys count / in the layout / synth area share (%)
xor gates and xnor gates: 2 / 2 / 2.97
buffers and inverters: 12 / 45 / 10.2
and+or+nand+nor: 43 / 43 / 45.6
AOI/OAI and AO/OA: 32 / 32 / 35.7
muxes: 3 / 3 / 5.52
-- synthesized netlist by cell type (all sizes together) (3+ instances only) --
| cell type | instances |
|---|---|
| a21oi | 7 |
| buf | 5 |
| clkbuf | 5 |
| nand2 | 4 |
| nand2b | 5 |
| nand3 | 3 |
| nor2 | 7 |
| nor2b | 4 |
| nor3 | 4 |
| nor4 | 4 |
| o21ai | 7 |
| o21bai | 3 |
| o22ai | 3 |
| or2 | 3 |
-- where the power goes --
part	total (W)	switching, W	internal, W
combinational	0.0000926	0.0000418	0.0000508
sequential	0	0	0
clock	0	0	0
-- area by class of cell --
| type | instances | area [sq um] |
|---|---|---|
| multi-input combinational | 80 | 536 |
| fill | 380 | 2410 |
| tap | 46 | 57.6 |
| inverter | 2 | 7.51 |
| timing repair buffer | 43 | 400 |
-- stage by stage --
step	instance area (sq um)	cells
floorplan	589	92
global placement	990	171
detailed placement	990	171
CTS	990	171
global route	1000	171
finish	1000	171
-- per-layer routing --
layer  vias to the layer above  track usage, %  wire [microns]
met1                       350            8.37             989
met3                         0           0.909              92
met5                         -               0               0
met2                        17            10.6            1020
li1                        409               -               -
met4                         0               0               0
No activity file was given, so power comes from the tool's default toggle rates.
