<file path="./design.v">
`timescale 1ns / 1ps
module ALU(
		input [31:0]		operand1,
		input [31:0]		operand2,
		input [4:0]			shamt,
		input [3:0]			funct,
		output reg [31:0]	alu_result
	);
	always @(*) begin
		case (funct)
			4'b0000: alu_result=operand1+operand2;
			4'b0001 : alu_result=operand1&operand2;
			4'b0010 : alu_result=~(operand1|operand2);
			4'b0011  : alu_result=operand1|operand2;
			4'b0100 : alu_result=operand2<<shamt;
			4'b0101 : alu_result=$signed(operand2)>>>shamt;
			4'b0110 : alu_result=operand2>>shamt;
			4'b0111: alu_result=operand1-operand2;
			4'b1000 : alu_result=operand1^operand2;
			4'b1001 : alu_result=$signed(operand1)<$signed(operand2);
			4'b1010: alu_result=operand1<operand2;
			4'b1011  : alu_result=operand1==operand2;
			4'b1100 : alu_result=operand1!=operand2;
			4'b1101 : alu_result=operand2<<16;
			default : alu_result=0;
		endcase
	end
endmodule
</file>
<file path="./run.sh">
#!/bin/bash
# OpenROAD 26Q1-2900-gdf79404cd8, Yosys 0.63+post, stock flow scripts
make -C /OpenROAD-flow-scripts/flow DESIGN_CONFIG=/design/flow/config.mk WORK_HOME=/design/flow/orfs finish
</file>
<file path="./config.mk">
export PLATFORM = sky130hd
export DESIGN_NAME = ALU
export DESIGN_NICKNAME = ALU
export VERILOG_FILES = /design/flow/design.v
export SDC_FILE = /design/flow/constraint.sdc
export NUM_CORES = 4
export LEC_CHECK = 1
export CORE_UTILIZATION = 50
</file>
<file path="./constraint.sdc">
current_design ALU

set clk_period 28.4
set clk_io_pct 0.2

create_clock -name clk0 -period $clk_period

set non_clock_inputs [all_inputs -no_clocks]
set_input_delay [expr $clk_period * $clk_io_pct] -clock clk0 $non_clock_inputs
set_output_delay [expr $clk_period * $clk_io_pct] -clock clk0 [all_outputs]
</file>
==> impl_metrics.yaml <==
# flow metrics
sta:
  period_needed_ps: 16230
  worst_hold_slack_ps: 12580
  finalSetupViolCount: 0
  rsz0062_at_grt: "false"
  max_freq_mhz: 61.6
  post-route-period-util_pct: 57.1
  slew_viol_final: 0
  fin_ws_ps: 12170
  hold_viol: 0
  timing_worst_slew_pin_value_ps: 975
  final.setup.tns_ps: 0
  relSlewSlack_pct: 34.1
hold_path:
  hold_path.class: "input pin to primary output"
  whs_endpoint: "alu_result[5]"
  min_from: "shamt[3]"
  hold_depth: 4
synthesis:
  syn_area_per_cell_um2: 6.72
  yosysWarnings: 1
  yosys-stat-cells: 1365
  synth.top_cell.area_share_pct: 13.5
  simple_gate_share_pct: 22.4
  ys_sh_aoi_pct: 36.8
  yosys_area_um2: 9170
  synth_cells: 1365
  area_leaders: "ha_1 14%, mux4_2 9.3%, mux2i_1 6.9%"
  synthXorXnorAreaFrac_pct: 0.477
  topCombFamilyByArea: "AND-OR/OR-AND gates"
  synth_cell_types: 76
  synth-seq-area-share_pct: 0
  synth.cellmix.adderShare_pct: 13.9
  top_area_cell: "ha_1"
  syn_area_um2: 9170
  synthMuxAreaShare_pct: 17.6
floorplanning:
  die_x_um: 137
  io_pins: 105
  fp-utilization_pct: 51.1
  dieArea_um2: 18900
  rows: 49
  core-area_um2: 18000
  fp.dieH_um: 137
setup_path:
  cp_cell_sequence: "clkdlybuf4s50_1 > inv_1 > ha_1 > nor2b_1 > o31a_1 > or2_2 > a221oi_1 > a211oi_1 > or2_2 > o211a_1 > a21boi_0 > clkdlybuf4s50_1"
  crit_arrival_ps: 10550
  crit_family: "AND-OR/OR-AND gates"
  critPathBufInv: 3
  cp_max_fo: 11
  cp.required_ps: 22720
  crit_type: "input pin to primary output"
  cp_slowest_cell: "clkdlybuf4s50_1"
  critPathCaptureType: "primary output"
  start_kind: "input pin"
  cpPeakStageDelay_ps: 880
cells_and_area:
  ff_count: 0
  final_cell_area_um2: 10300
  clkbuf_count: 0
  flop_area_um2: 0
  fillers: 1750
  layout.area.comb_um2: 8380
  fin_cells: 1615
  area_growth_pct: 11.8
  layout_top_cells: "146 x nor2_1, 130 x nand2_1, 121 x a21oi_1, 101 x clkdlybuf4s50_1, 99 x ha_1"
  final_util_pct: 57.1
  mostFrequentLayoutCell: "nor2_1"
  drive_above_1_share_pct: 7.87
placement:
  dpl_cell_area_um2: 10300
  placedCellCount: 1614
  dp_hpwl_um: 35200
  place_ws_ps: 12350
  port_buffers: 105
  gp_congestion: 1.15
drt:
  routed_wl_um: 45800
  drtAntennaViolNets: 0
  first_iter_violations: 1589
  drc: 0
  dr.pass1.iters: 10
  vias: 11735
  post_drt_wl_per_cell_um: 28.3
  vias_per_cell: 7.27
global_route:
  grt_max_degree: 54
  grt_pass1_wl_um: 66000
  grt_pass1_vias: 10331
  met3_usage_pct: 19.0
  use_met1_pct: 67.8
  track_usage_pct: 49.2
  globalRoute.busiestLayer: "met1"
  grt_overflow_total: 0
  grtUsageMet2_pct: 67.8
  antenna_found_initial: 2
power:
  powerDensity_nw_per_um2: 21.3
  cellLeakagePower_nw: 4.23
  switching_share_pct: 61.5
  design_power_total_mw: 0.218
  switchingPower_mw: 0.134
  p_int_mw: 0.0841
  ir_worst_vdd_mv: 0.0147
clock_tree:
  post_cts_resized: 0
  postCtsSetupBuffers: 0
  postCtsHoldBufs: 0
run:
  max_cap_violations: 0
  warnings: 100
outcome:
  status: "finished, final reports clean"
-- layout make-up --
| cell class | instances | area share, % |
|---|---|---|
| multi-input cells | 1158 | 81.7 |
| repair buffers | 130 | 11.9 |
| well taps | 229 | 2.79 |
| diodes | 1 | 0.0244 |
| inverters | 97 | 3.55 |
-- worst max path at each step --
| stage | end | from | slack, ps | depth (start not counted) |
|---|---|---|---|---|
| 4_1_cts | alu_result[27] | operand2[7] | 12340 | 12 |
| 5_1_grt | alu_result[31] | funct[1] | 12090 | 11 |
| 6_report | alu_result[27] | operand2[7] | 12170 | 12 |
-- Yosys cell counts (19+ instances only) --
library cell,n
nand2_1,130
mux4_2,38
a221oi_1,32
a21oi_1,121
nor2_1,148
buf_2,25
nor3_1,39
o22ai_1,21
nand2b_1,19
nand3_1,32
clkbuf_1,78
ha_1,99
a211oi_1,28
inv_1,96
o21ai_0,96
mux2i_1,63
-- power by group through the flow --
stage / logic (mW) / clock network (mW) / registers [mW]
CTS: 0.208 / 0 / 0
global route: 0.230 / 0 / 0
-- routing by layer --
metal,up-vias,part of all wire (%)
met5,-,0
li1,5190,-
met3,156,16
met1,5420,39
met2,969,40
met4,0,5.1
-- cells by family (layout without fill, tap and decap cells) --
| group | Yosys count | in the layout |
|---|---|---|
| AND-OR/OR-AND | 493 | 493 |
| XOR/XNOR | 5 | 5 |
| adder cells (fa/ha/maj) | 101 | 101 |
| buffers and inverters | 207 | 227 |
| multiplexers | 112 | 112 |
| other | 0 | 1 |
| AND/OR/NAND/NOR | 447 | 447 |
-- tightest hold or removal path, delay by kind of cell --
| kind | cells | cell delay, ps |
|---|---|---|
| compound gates | 2 | 450 |
| buf+inv | 2 | 760 |
Power figures rest on the tool's default switching activity, not on a simulated workload.
